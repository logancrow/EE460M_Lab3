==> /design/flow/design.v <==
`timescale 1ns / 1ps
module fitbit(
    input [1:0] mode,
    input reset, start, clk,
    output sat, an0, an1, an2, an3, dp,
    output [6:0] sseg,
    output clkout
    );
    wire clk1s;
    wire dppass;
    assign clkout = clk1s;
    wire pulse;
    pulsegenerator p0 (mode,clk,start,pulse,clk1s);
    wire [20:0] steps;
    wire [13:0] saturated;
    stepcounter s0 (pulse,reset,steps,saturated);
    wire [13:0] distance;
    distancecovered d0 (steps,distance);
    wire [3:0] secondsover32;
    stepsover32 s1 (steps,clk1s,reset,start,secondsover32);
    wire [13:0] highactsecs;
    highactivity a0 (steps,clk1s,reset,start,highactsecs);
    wire [13:0] binout;
    modulecycler m0 (saturated,distance,highactsecs,secondsover32,clk1s,binout,sat,dppass);
    wire [3:0] out3, out2, out1, out0;
    binconverter b0 (binout,out3,out2,out1,out0);
    wire [6:0] sseg3, sseg2, sseg1, sseg0;
    hexto7segment h0 (out0,sseg0);
    hexto7segment h1 (out1,sseg1);
    hexto7segment h2 (out2,sseg2);
    hexto7segment h3 (out3,sseg3);
    displayLogic d1 (clk,dppass,sseg0,sseg1,sseg2,sseg3,an0,an1,an2,an3,dp,sseg);
endmodule
module hexto7segment(
    input [3:0] x,
    output reg [6:0] r
    );
    always@(*)
        case(x)
            4'b0000 : r = 7'b1000000;
            4'b0001 : r = 7'b1111001;
            4'b0010 : r = 7'b0100100;
            4'b0011 : r = 7'b0110000;
            4'b0100 : r = 7'b0011001;
            4'b0101 : r = 7'b0010010;
            4'b0110 : r = 7'b0000010;
            4'b0111 : r = 7'b1111000;
            4'b1000 : r = 7'b0000000;
            4'b1001 : r = 7'b0010000;
            4'b1010 : r = 7'b0001000;
            4'b1011 : r = 7'b0000011;
            4'b1100 : r = 7'b1000110;
            4'b1101 : r = 7'b0100001;
            4'b1110 : r = 7'b0000110;
            4'b1111 : r = 7'b0001110;
        endcase   
endmodule
module displayLogic(
    input clk, dpin,
    input [6:0] sseg0, sseg1, sseg2, sseg3,
    output reg an0, an1, an2, an3, 
    output dpout,
    output reg [6:0] sseg
    );
    reg [1:0] state, next_state;
    initial begin
        state = 2'b00;
    end 
    assign dpout = dpin | an1;
    always@(*) begin
    case(state)
        2'b00 : begin {an3, an2, an1, an0} = 4'b1110; next_state = 2'b01; sseg = sseg0; end
        2'b01 : begin {an3, an2, an1, an0} = 4'b1101; next_state = 2'b10; sseg = sseg1; end
        2'b10 : begin {an3, an2, an1, an0} = 4'b1011; next_state = 2'b11; sseg = sseg2; end
        2'b11 : begin {an3, an2, an1, an0} = 4'b0111; next_state = 2'b00; sseg = sseg3; end
        endcase
    end
    always@(posedge clk) begin
        state <= next_state;
        end              
endmodule
module stepcounter(
    input pulse, reset,
    output reg [20:0] steps,
    output reg [13:0] saturated
    );
    reg [20:0] temp;
    wire [20:0] resetvector;
    assign resetvector = {reset,reset,reset,reset,reset,reset,reset,reset,reset,reset,reset,reset,reset,reset,reset,reset,reset,reset,reset,reset,reset};
    initial begin
        steps = 0;
        saturated = 0;
        temp = 0;
    end
    always@(*) begin
        steps <= temp & (~resetvector);
        if(steps > 9999) saturated <= 9999; 
        else saturated <= steps;
    end
    always@(posedge pulse) begin
        temp <= steps + 1; 
    end
endmodule
module distancecovered(
    input [20:0] steps,
    output [13:0] distance
    );
    reg [2:0] decimal;
    initial decimal = 0;
    assign distance = (10*(steps/2048)) + decimal;
    always@(*) begin
        if((steps % 2048) > 1024) decimal <= 5;
            else decimal <= 0;
    end
endmodule
module stepsover32(
    input [20:0] steps,
    input clk, reset, start,
    output reg [3:0] seconds
    );
    reg [3:0] counter, temps, tempc;
    reg [20:0] prev_steps, tempps;
    reg off;
    wire [20:0] resetvector;
    assign resetvector = {reset,reset,reset,reset,reset,reset,reset,reset,reset,reset,reset,reset,reset,reset,reset,reset,reset,reset,reset,reset,reset};
    initial begin 
        counter = 0;
        prev_steps = 0;
        seconds = 0;
        off = 1'b1;
        tempps = 0;
        temps = 0;
        tempc = 0;
    end
    always@(*) begin
        if(start ~^ reset) off <= ((~start) & reset);
        prev_steps <= tempps & (~resetvector);
        seconds <= temps & (~resetvector[3:0]);
        counter <= tempc & (~resetvector[3:0]);
    end
    always@(posedge clk) begin
        if(!off) begin
            if(counter < 10) begin
                tempc <= counter + 1;
                if((steps - prev_steps) > 32) temps <= seconds + 1;
            end
            tempps <= steps;
        end
    end
endmodule
module highactivity(
    input [20:0] steps,
    input clk, reset, start,
    output reg [13:0] seconds   
    );
    reg off;
    reg [13:0] counter, tempc, temps;
    reg [20:0] prev_steps, tempps;
    wire [20:0] resetvector;
    assign resetvector = {reset,reset,reset,reset,reset,reset,reset,reset,reset,reset,reset,reset,reset,reset,reset,reset,reset,reset,reset,reset,reset};
    initial begin
        off = 1'b1;
        counter = 0;
        prev_steps = 0;
        tempc = 0;
        temps = 0;
        tempps = 0;
    end
    always@(*) begin
        if(start ~^ reset) off <= ((~start) & reset);
        prev_steps <= tempps & (~resetvector);
        seconds <= temps & (~resetvector[13:0]);
        counter <= tempc & (~resetvector[13:0]);
    end    
    always@(posedge clk) begin
        if(!off) begin
            if((steps - prev_steps) > 64) begin
                tempc <= counter + 1;
                if(counter == 60) temps  <= seconds + 60;
                else if(counter > 60) temps <= seconds + 1;
            end
            else tempc <= 0;
            tempps <= steps;
        end
    end
endmodule
module modulecycler(
    input [13:0] steps, distance, highactivity,
    input [3:0] over32,
    input clk,
    output reg [13:0] out, 
    output reg sat, dp
    );
    reg [2:0] counter;
    initial begin
        counter  = 0;
    end
    always@(*) begin
        case({counter[2],counter[1]})
            2'b00 : begin out <= steps; dp <= 1'b1; if(steps == 9999) sat <= 1'b1;  else sat <= 1'b0; end 
            2'b01 : begin out <= distance; dp <= 1'b0; sat <= 1'b0; end
            2'b10 : begin out <= over32; dp <= 1'b1; sat <= 1'b0; end
            2'b11 : begin out <= highactivity; dp <= 1'b1; sat <= 1'b0; end         
        endcase
    end
    always@(posedge clk) counter = (counter + 1)%8;
endmodule
module binconverter(
    input [13:0] in,
    output [3:0] out3, 
    inout [3:0] out2, out1, out0
    );
    assign out0 = in%10;
    assign out1 = ((in%100) - out0)/10;
    assign out2 = ((in%1000) - (out1*10) - out0)/100;
    assign out3 = (in - (out2*100) - (out1*10) - out0)/1000;
endmodule
`timescale 1ns / 1ps
module pulsegenerator(
	input [1:0] mode,
	input clk, start,
	output reg pulse,
	output reg clkSec
);
reg [26:0] COUNT = 100000000;
reg [25:0] clkSpeed;
reg [25:0] clkCount = 0;
reg [25:0] i = 0;
reg [9:0] realTime,RTtemp =0;
	initial begin
		pulse = 1'b0;
		clkSec = 1'b0;
	end
	always@(*) begin
	   if(mode == 2'b11) realTime <= RTtemp;
	   else realTime <= 0;
	end
	always @(posedge clk) begin
	   if (start == 1)  
	       begin
	           if(clkCount == COUNT)  
	               begin
	               if(mode == 2'b11) RTtemp <= realTime + 1;
	               clkCount <= 1;
	               end
	           else clkCount <= clkCount + 1;
	           if((clkCount%(COUNT/2)) == 0) clkSec <= ~clkSec;
               if ((mode == 2'b11)&&(144 < realTime))   pulse = 1'b0;  
               else  
                   begin
                       if (i >= clkSpeed)
                               begin
                                   i = 1;
                                   pulse = ~pulse;
                               end
                           else
                               begin
                                   i = i+1;
                               end
	               end
	       end
	   else  
	       begin
	           pulse = 1'b0;
	           clkCount = 0;
	           realTime = 0;
	       end   
	end
	always @* begin
	   case(mode)
	       2'b00 : clkSpeed = COUNT/64;  
	       2'b01 : clkSpeed = COUNT/128;  
	       2'b10 : clkSpeed = COUNT/256;  
	       2'b11 : if(realTime == 0) clkSpeed = COUNT/40;  
	               else if (realTime == 1) clkSpeed = COUNT/66;  
	               else if (realTime == 2) clkSpeed = COUNT/132;  
	               else if (realTime == 3) clkSpeed = COUNT/54;  
	               else if (realTime == 4) clkSpeed = COUNT/140;  
	               else if (realTime == 5) clkSpeed = COUNT/60;  
	               else if (realTime == 6) clkSpeed = COUNT/38;  
	               else if (realTime == 7) clkSpeed = COUNT/60;  
	               else if (realTime == 8) clkSpeed = COUNT/66;  
	               else if (9 < realTime <= 73) clkSpeed = COUNT/138;  
	               else if (73 < realTime <= 79) clkSpeed = COUNT/158;  
	               else if (79 < realTime <= 144) clkSpeed = COUNT/248;  
	      default : pulse = 1'b0;  
	   endcase
	end
endmodule
==> /design/flow/run.sh <==
#!/bin/bash
# OpenROAD 26Q1-2900-gdf79404cd8, Yosys 0.63+post, stock flow scripts
make -C /OpenROAD-flow-scripts/flow DESIGN_CONFIG=/design/flow/config.mk WORK_HOME=/design/flow/orfs finish
==> /design/flow/config.mk <==
export PLATFORM = sky130hd
export DESIGN_NAME = fitbit
export DESIGN_NICKNAME = fitbit
export VERILOG_FILES = /design/flow/design.v
export SDC_FILE = /design/flow/constraint.sdc
export NUM_CORES = 4
export LEC_CHECK = 1
export CORE_AREA = 10 10 107 107
export DIE_AREA = 0 0 117 117
==> /design/flow/constraint.sdc <==
current_design fitbit

set clk_period 3.1
set clk_io_pct 0.2

create_clock -name clk0 -period $clk_period [get_ports {clk}]

set non_clock_inputs [all_inputs -no_clocks]
set_input_delay [expr $clk_period * $clk_io_pct] -clock clk0 $non_clock_inputs
set_output_delay [expr $clk_period * $clk_io_pct] -clock clk0 [all_outputs]
==> run summary <==
Synthesis and place-and-route results.

- Looking at hold timing, the worst path starts from p0.clkCount[0].
- The cell total after placement is 325.
- The maximum single-stage delay on the critical path is 0.67 ns.
- The end of the worst register-to-register path is p0.clkSec.
- The number of nets with antenna violations after routing is 0.
- Combinational cells account for 3.2% of the total power.
- After detailed routing, the number of vias per cell comes to 4.24.
- Across the VDD grid, the largest voltage drop is 0.000226 V.
- Yosys stat counts 217 cells in the synthesized netlist.
- The global route stage reports its total congestion overflow as 0.
- The number of primary I/O pins is 19.
- Summing every instance area after synthesis gives 0.00184 mm².
- The portion of the clock cycle consumed by the worst path in the final layout is 78.7%.
- The endpoint type of the worst setup path is a register.
- The classification of the worst setup path is reg2reg.
- STA shows the worst min-delay path finishing at p0.clkCount[0].
- The global-route usage over all layers is 4.88%.
- In the final report, the number of pins over their slew limit comes to 0.
- The xor-xnor portion of the synthesized cell area is 9.51%.
- The cell count of the worst hold path is 1.
- At the worst endpoint, the arrival time is 2.43 ns.
- According to the floorplan log, the row count is 35.
- The HPWL after detailed placement is 2320 µm.
- After synthesis, the largest area contributor takes up 33.7% of total cell area.
- The analysis attributes to cell leakage a power of 0.777 nW.
- The power density normalized to cell area is 374 mW/mm².
- The number of global-route vias before repair came to 1251.
- The launch point of the critical path is p0.clkCount[8].
- Along the worst path, the maximum fanout reaches 7.
- The script logs the mean routed wire length per placed instance as 10.0 µm.
- The count of buffers added on input and output ports is 7.
- The first global-routing pass estimated 5590 µm of wire.
- The critical path launch point type is a register.
- Sorting the Yosys area breakdown by cell type puts at the top dfxtp_1.
- Detailed routing inserted a total of 1407 vias.
- The finished cells cover 0.00209 mm².
- The chip occupies 0.0137 mm².
- The mean post-synth cell area is 8.49 µm².
- The net switching power is 156 µW.
- The total wire length is 3340 µm.
- The startpoint identified for the worst register-to-register timing path is p0.clkCount[8].
- The proportion of power drawn by the clock network is 47.4%.
- The report lists the cells along the critical path as or4_1, o31a_1, a22o_1, a2111oi_2, and4_1.
- Once routing completed, OpenROAD measured the worst setup slack at 0.661 ns.
- Buffers added to address setup during post-CTS repair amount to 0.
- The number of standard cells in the final layout excluding fillers is 332.
- The horizontal extent of the die is 117 µm.
- The antenna diode count is 0.
- The number of buffers inserted by hold repair at cts is 0.
- The critical path's slowest cell is or4_1.
- The clock tree skew after final layout is 0.00602 ns.
- The area overhead of the layout relative to synthesis is 13.7%.
- The count of endpoints without a timing constraint is 3.
- The adder-cell share of the synthesized area is 5.43%.
- The clock-pin slew on the worst setup and hold paths is 0.06 ns.
- Summing the areas of all compound-gate instances in the mapped netlist gives 12.4% of the synthesized area.
- The first-pass iteration count of the detailed router is 5.
- For this configuration, the core starts out at a cell density of 20.0%.
- In the final timing run, aggregate negative setup slack is 0 ns.
- The first routing iteration left 87 violations.
- Summing the sequential cell areas from Yosys gives 35.3% of the chip area.
- The clock H-tree reported by CTS has 2 levels.
- In this run the cell area measured after placement is 0.00199 mm².
- Setup repair after global routing left no endpoint under its margin.
- The last weighted congestion value of the routability-driven placer is 0.899.
- The distinct cell type count after synthesis is 45.
- The fraction of layout cells with a size suffix above 1 is 6.79%.
- At the worst endpoint, the required time is 3.09 ns.
- The internal power summed over all cells is 628 µW.
- The worst hold-check path type is reg2reg.
- Max-cap violations in this run came to 0.
- The script computed the net switching share of total power as 19.9%.
- In this run the standard cell core region covers 0.00920 mm².
- For this run, the top clock speed supported by timing is 0.410 GHz.
- The tree is rooted in a clkbuf_8.
- Warnings raised by the tools during the run amount to 33.
- The run finished with clean final reports.
- Among the non-sequential cells, simple AND/OR/NAND/NOR gates take the most area.
- The minimum setup slack after placement is 0.681 ns.
- The cell-mix breakdown from Yosys lists the simple-gate area share as 28.5%.
- The initial antenna violation count is 0.
- The final critical-path required period is 2.44 ns.
- The post-synth area from yosys stat is 0.00184 mm².
- In the routed design, unresolved DRC markers number 0.
- The number of cells on the worst reg-to-reg path is 5.
- The synthesis warning total is 20.
- The synthesized netlist handed to floorplanning was reported with a cell count of 217.
- The clock insertion delay at the later pin of the skew report is 0.28 ns.
- TritonCTS built the clock tree.
- Per the synth log, the flip-flop and latch total comes to 32.
- In this run, post-CTS repair resized a total of 0 instances.
- Endpoints failing hold in the final report were tallied at 0.
- The final-report setup violation count is 0.
- The register-to-register setup slack is 0.66 ns.
- The die is 117 µm tall.
- The worst-case clock buffer depth is 2.
- By area the synthesized netlist is led by dfxtp_1, and2_1, ha_1.
- The pin count of the biggest net entering global routing is 27.
- The number of buffers created by CTS is 5.
- The proportion of power drawn by flip-flops and latches is 49.3%.
- The proportion of synthesized area in mux cells is 0.611%.
- The count of unclocked register or latch pins is 3.
-- worst max-delay path: cells and delay by family (launching register included) --
kind / cells / cell delay [ns]
simple gates: 2 / 0.92
flops: 1 / 0.37
compound gates: 3 / 0.87
-- logic make-up (layout without fill, tap and decap cells) --
logic type               count (synthesis)  count (layout)
buffers and inverters                   30              28
adder cells (fa/ha/maj)                  8               8
XOR/XNOR                                20              20
AND-OR/OR-AND                           31              31
other                                    2               8
multiplexers                             1               1
AND/OR/NAND/NOR                         93              93
flip-flops                              32              32
-- how the worst max path moves through the flow --
stage	to	slack [ns]
after global routing	p0.clkSec	0.59
final	p0.clkSec	0.66
after CTS	p0.clkSec	0.68
-- layout by cell type (no fill, tap or decap), types with 2 or more instances in the layout --
| cell | n |
|---|---|
| and3_1 | 4 |
| and2_1 | 17 |
| or2_2 | 2 |
| o31a_1 | 2 |
| o31ai_1 | 2 |
| xnor2_1 | 10 |
| o21ai_0 | 9 |
| a21boi_0 | 4 |
| nor2_1 | 6 |
| clkbuf_8 | 5 |
| nand2_1 | 14 |
| conb_1 | 8 |
| and4_1 | 2 |
| nand4_1 | 7 |
| or4_1 | 3 |
| clkdlybuf4s50_1 | 7 |
| inv_1 | 12 |
| ha_1 | 8 |
| nand3_1 | 13 |
| nor3_1 | 8 |
| o211ai_1 | 2 |
| a21oi_1 | 2 |
| xor2_1 | 10 |
| dfxtp_1 | 31 |
| buf_4 | 2 |
| nor2b_1 | 6 |
| or3_1 | 6 |
-- cell usage after synthesis (all sizes together) --
cell type / number
o21ai: 9
nor2: 6
a21boi: 4
o211ai: 2
o221ai: 1
and4: 3
dfxtp: 31
xnor2: 10
nand4: 7
a41o: 1
nand3: 13
o21a: 1
and2: 18
a22o: 1
a32o: 1
edfxtp: 1
or3: 6
conb: 2
o31ai: 2
mux2: 1
a41oi: 1
and3: 4
o2111ai: 1
and4bb: 1
nor3: 8
nand2: 14
a2bb2oi: 1
or2: 2
o31a: 2
ha: 8
nand3b: 1
xor2: 10
inv: 12
nor2b: 6
a21oi: 2
buf: 10
o311ai: 1
nor4: 1
or4: 3
clkbuf: 8
a2111oi: 1
-- through the flow --
step,hold slack [ns],util [%],power (mW)
finish,0.484,22.8,0.784
global route,0.539,22.8,0.823
CTS,0.491,22.8,0.797
detailed placement,0.473,21.6,0.421
global placement,0.466,21.6,0.421
floorplan,0.448,-,0.418
-- power by group through the flow --
stage,logic [mW],registers (mW),clock network (mW)
4_1_cts,0.0262,0.387,0.384
5_1_grt,0.0297,0.388,0.406
6_report,0.0253,0.387,0.372
-- metal layers --
| metal | GRT usage (%) | part of all wire, % |
|---|---|---|
| met1 | 7.09 | 52 |
| met2 | 7.20 | 41 |
| met3 | 1.34 | 6.6 |
| met4 | 0.824 | 0.57 |
| met5 | 0 | 0 |
-- area by class of cell --
type                            instances  area, µm²
Clock buffer                            5       68.8
Fill cell                            1004       7100
Multi-Input combinational cell        161       1070
Inverter                               12       45.0
Clock inverter                          2       35.0
Tap cell                              111        139
Timing Repair Buffer                    9       85.1
Sequential cell                        32        651
-- state kept, by name (all words and copies together), names as in the netlist --
signal,flops
d1.state,2
m0.counter,3
p0.clkCount,26
p0.clkSec,1
Power is estimated from default activity; no workload was simulated.
